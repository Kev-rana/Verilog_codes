==> /design/flow/design.v <==
`timescale 1ns / 1ps
module CSA_4bit_mul(
    input [3:0] a,
    input [3:0] b,
    output [7:0] p
    );
    supply0 zero;
    wire [17:1] w;
    assign p[0] = a[0] & b[0];
    FullAdder_hierarchical fa1  ( (a[1] & b[0]), (a[0] & b[1]) , zero , p[1] , w[1] );
    FullAdder_hierarchical fa2  ( (a[2] & b[0]), (a[1] & b[1]) , zero , w[2] , w[3] );
    FullAdder_hierarchical fa3  ( (a[3] & b[0]), (a[2] & b[1]) , zero , w[4] , w[5] );
    FullAdder_hierarchical fa4  ( (w[2]       ), (a[0] & b[2]) , w[1] , p[2] , w[6] );
    FullAdder_hierarchical fa5  ( (w[4]       ), (a[1] & b[2]) , w[3] , w[7] , w[8] );
    FullAdder_hierarchical fa6  ( (a[3] & b[1]), (a[2] & b[2]) , w[5] , w[9] , w[10]);
    FullAdder_hierarchical fa7  ( (w[7]       ), (a[0] & b[3]) , w[6] , p[3] , w[11]);
    FullAdder_hierarchical fa8  ( (w[9]       ), (a[1] & b[3]) , w[8] , w[12], w[13]);
    FullAdder_hierarchical fa9  ( (a[3] & b[2]), (a[2] & b[3]) , w[10], w[14], w[15]);
    FullAdder_hierarchical fa10 ( (w[12]      ), (      w[11]) , zero , p[4] , w[16]);
    FullAdder_hierarchical fa11 ( (w[14]      ), (      w[13]) , w[16], p[5] , w[17]);
    FullAdder_hierarchical fa12 ( (a[3] & b[3]), (      w[15]) , w[17], p[6] , p[7] );
endmodule
`timescale 1ns / 1ps
module FullAdder_hierarchical(
    input a,
    input b,
    input cin,
    output sum,
    output cout
    );
    wire w1, w2, w3;
    HalfAdder_dataflow HA1(a, b, w1, w2);
    HalfAdder_dataflow HA2(w1, cin, sum, w3);
    or o1(cout, w2, w3);
endmodule
`timescale 1ns / 1ps
module HalfAdder_dataflow(
    input A, B,
    output Sum, Cout
    );
    assign Sum  = A ^ B;
    assign Cout = A & B;
endmodule
==> /design/flow/run.sh <==
#!/bin/bash
# OpenROAD 26Q1-2900-gdf79404cd8, Yosys 0.63+post, stock flow scripts
make -C /OpenROAD-flow-scripts/flow DESIGN_CONFIG=/design/flow/config.mk WORK_HOME=/design/flow/orfs finish
==> /design/flow/config.mk <==
export PLATFORM = sky130hd
export DESIGN_NAME = CSA_4bit_mul
export DESIGN_NICKNAME = CSA_4bit_mul
export VERILOG_FILES = /design/flow/design.v
export SDC_FILE = /design/flow/constraint.sdc
export NUM_CORES = 4
export LEC_CHECK = 1
export CORE_AREA = 10 10 70 70
export DIE_AREA = 0 0 80 80
==> /design/flow/constraint.sdc <==
current_design CSA_4bit_mul

set clk_period 3.3
set clk_io_pct 0.2

create_clock -name clk0 -period $clk_period

set non_clock_inputs [all_inputs -no_clocks]
set_input_delay [expr $clk_period * $clk_io_pct] -clock clk0 $non_clock_inputs
set_output_delay [expr $clk_period * $clk_io_pct] -clock clk0 [all_outputs]
==> Slide: Implementation Results <==
Implementation Results

Status
  • Outcome: finished, violations left
  • Failing checks: negative setup slack

Layout
  • Final Instance Area: 625.6 sq um
  • Area grow syn2layout: 64.47%
  • Flip-flops: 0
  • Layout cells sized above 1: 0.5088
  • CLK BUF: 0
  • Register area: 0 sq um
  • Post-Layout Cell Count: 103
  • Filler cells: 389
  • Logic area: 350.3 sq um

Critical path
  • Worst path top cell family by delay: adder cells
  • Worst path most repeated cell: fa_2
  • Crit path launch type: input port
  • Critical path fanouts, max: 4
  • Crit path DAT: 3180 ps
  • CP Capture Type: output port
  • CP max-delay cell: fa_2
  • Crit-path cells: buf_8 -> and2_4 -> ha_4 -> inv_2 -> fa_2 -> inv_2 -> fa_2 -> ha_4 -> fa_2 -> fa_1 -> buf_2
  • Crit-path max cell delay: 530 ps
  • Crit Path Category: in2out
  • WP buf/inv: 4
  • Critical Path RT: 2640 ps

Final timing
  • Slew Viols, Final: 0
  • Slew margin rel.: 0.8932
  • Final setup fails: 3
  • Measured slew at the worst slew-check pin: 160.2 ps
  • Final Hold Viols: 0
  • Unrepaired setup endpoints after global routing: true
  • Fin crit period: 3837 ps
  • Fin worst setup slack: -536.7 ps
  • Max Fclk: 0.2606 GHz
  • Crit share post-route: 1.163
  • TNS Setup: -1206 ps

Power
  • PwrDens: 142.8 nW/um^2
  • Worst vdd ir: 0.04995 mV
  • Clock power frac: 0
  • Final Power: 0.08935 mW
  • Internal: 0.05478 mW
  • Net switching power: 0.03457 mW
  • Static leakage power: 0.2794 nW
  • Seq pwr share: 0
  • Sw frac: 0.3869
  • Logic pwr share: 1.000

Synth
  • Synthesized area per cell: 8.846 sq um
  • Top cells by count: and2_1 (8), fa_1 (8), inv_1 (8)
  • Yosys stat area: 380.4 sq um
  • Synth area leader: fa_1
  • Share of the synthesized area in the top cell type: 0.4211
  • Leading cell types by total area after synthesis: fa_1 (42%), buf_4 (14%), and2_1 (13%)
  • Synth Seq Share: 0
  • Yosys cell types: 7
  • Synthesized cell area: 380.4 sq um
  • Synthesized instance count: 43
  • Yosys warns: 0
  • Yosys cell count: 43

Run
  • Max Cap Viol: 0
  • OpenROAD warning count: 35

Hold path
  • Hold_sp: a[3]
  • Hold EP: p[7]
  • Worst min path class: in2out
  • WHS Path Cells: 5

Placement
  • # port buffers: 16
  • GPL Wtd Cong: 0.7614
  • HPWL after DPL: 824.8 um
  • Placed cell count: 102
  • Area after DPL: 605.6 sq um

Global routing
  • Initial antenna violation count: 0
  • Pin count of the biggest net entering global routing: 5
  • First-pass GRT wire length: 1593 um
  • Vias in the first global route: 371
  • Remaining global-route overflow: 0
  • GR Util All Layers: 0.03051

Route
  • Antenna-violating nets left: 0
  • Ant. Diodes: 0
  • Iter 0 DRT Violations: 0
  • Post-DR vias/cell: 2.922
  • # DRC: 0
  • Wire length per cell: 8.660 um
  • WL final: 892 um
  • DR pass1 iterations: 1
  • Via count: 301

Floorplanning
  • Fp util: 0.1114
  • Core area: 3416 sq um
  • Die width: 80 um
  • Rows: 21
  • Die area: 6400 sq um
  • I/O Pins: 16
  • Die Ht: 80 um
[worst max-delay path by stage]
| stage | start | end | slack [ps] | cells after the start |
|---|---|---|---|---|
| after CTS | b[1] | p[6] | -620 | 11 |
| after global routing | b[0] | p[6] | -630 | 11 |
| final | b[1] | p[6] | -540 | 11 |
[cells by family after synthesis]
logic type | after synthesis | synth area share
buffers and inverters | 15 | 0.2171
adders and majority gates | 12 | 0.5526
and+or+nand+nor | 16 | 0.2303
[power groups by stage]
stage	sequential (mW)	clock, mW	combinational, mW
after CTS	0	0	0.0939
after global routing	0	0	0.106
final	0	0	0.0893
[metrics by stage]
stage	hold WS [ps]	setup WS [ps]	util
after floorplan	1392	-445.3	-
after global placement	2456	-1393	0.1773
after detailed placement	2452	-1409	0.1773
after CTS	1933	-618.2	0.1821
after global routing	1965	-632.1	0.1832
final	1921	-536.7	0.1832
[layer usage]
metal | track usage | vias up | routed length [um] | share of wire
met5 | 0 | - | 0 | 0
met4 | 0 | 0 | 0 | 0
met3 | 0.01250 | 0 | 103 | 0.12
met2 | 0.04655 | 12 | 327 | 0.37
met1 | 0.04192 | 143 | 460 | 0.52
li1 | - | 146 | - | -
[placed cells by master, fill, tap and decap left out, types with 2 or more instances in the layout]
| cell | count |
|---|---|
| clkdlybuf4s50_1 | 4 |
| buf_6 | 2 |
| and2_2 | 2 |
| buf_4 | 5 |
| and2_4 | 2 |
| inv_1 | 3 |
| inv_2 | 5 |
| fa_2 | 4 |
| nand2_1 | 6 |
| ha_4 | 3 |
| clkdlybuf4s15_1 | 2 |
| and2_1 | 6 |
| fa_1 | 4 |
| buf_2 | 4 |
[timing repair]
action,4_1_cts,5_1_grt
endpoints found under the setup margin,6,4
setup buffers,1,0
gates resized,42,3
pin swaps,10,1
hold buffers,0,0
[final cells by class]
| type | count | share of cell area |
|---|---|---|
| Timing Repair Buffer | 21 | 0.3000 |
| Multi-Input combinational cell | 28 | 0.5600 |
| Tap cell | 46 | 0.09200 |
| Inverter | 8 | 0.04800 |
Power is estimated from default activity; no workload was simulated.
