--- /design/flow/run.sh ---
#!/bin/bash
# OpenROAD 26Q1-2900-gdf79404cd8, Yosys 0.63+post, stock flow scripts
make -C /OpenROAD-flow-scripts/flow DESIGN_CONFIG=/design/flow/config.mk WORK_HOME=/design/flow/orfs finish
--- /design/flow/config.mk ---
export PLATFORM = sky130hd
export DESIGN_NAME = BWAM_4bit
export DESIGN_NICKNAME = BWAM_4bit
export VERILOG_FILES = /design/flow/design.v
export SDC_FILE = /design/flow/constraint.sdc
export NUM_CORES = 4
export LEC_CHECK = 1
export CORE_AREA = 10 10 70 70
export DIE_AREA = 0 0 80 80
--- /design/flow/constraint.sdc ---
current_design BWAM_4bit

set clk_period 5.8
set clk_io_pct 0.2

create_clock -name clk0 -period $clk_period

set non_clock_inputs [all_inputs -no_clocks]
set_input_delay [expr $clk_period * $clk_io_pct] -clock clk0 $non_clock_inputs
set_output_delay [expr $clk_period * $clk_io_pct] -clock clk0 [all_outputs]
--- /design/flow/design.v ---
    `timescale 1ns / 1ps
    module BWAM_4bit(
        input  signed[3:0] a,
        input  signed[3:0] b,
        output signed[7:0] p
        );
        wire[18:1]w;
        supply0 Zero; supply1 One;
        assign p[0] = a[0] & b[0];
        FullAdder_hierarchical fa1 ((a[1]&b[0]),(a[0]&b[1]),Zero,p[1],w[1]);
        FullAdder_hierarchical fa2 ((a[2]&b[0]),(a[1]&b[1]),Zero,w[2],w[3]);
        FullAdder_hierarchical fa3 ((~(a[3]&b[0])),(a[2]&b[1]),Zero,w[4],w[5]);
        FullAdder_hierarchical fa4 (w[2],(a[0]&b[2]),w[1],p[2],w[6]);
        FullAdder_hierarchical fa5 (w[4],(a[1]&b[2]),w[3],w[7],w[8]);
        FullAdder_hierarchical fa6 ((~(a[3]&b[1])),(a[2]&b[2]),w[5],w[9],w[10]);
        FullAdder_hierarchical fa7 ((~(a[0]&b[3])),w[6], w[7], p[3],w[11]);
        FullAdder_hierarchical fa8 ((~(a[1]&b[3])),w[9],w[8],w[12],w[13]);
        FullAdder_hierarchical fa9 ((~(a[3]&b[2])),(~(a[2]&b[3])),w[10],w[14],w[15]);
        FullAdder_hierarchical fa10 (w[11],One,w[12],p[4],w[16]);
        FullAdder_hierarchical fa11 (w[14],w[13],w[16],p[5],w[17]);
        FullAdder_hierarchical fa12 ((a[3]&b[3]),w[15],w[17],p[6],w[18]);
        assign p[7]=~w[18];
    endmodule
`timescale 1ns / 1ps
module FullAdder_hierarchical(
    input a,
    input b,
    input cin,
    output sum,
    output cout
    );
    wire w1, w2, w3;
    HalfAdder_dataflow HA1(a, b, w1, w2);
    HalfAdder_dataflow HA2(w1, cin, sum, w3);
    or o1(cout, w2, w3);
endmodule
`timescale 1ns / 1ps
module HalfAdder_dataflow(
    input A, B,
    output Sum, Cout
    );
    assign Sum  = A ^ B;
    assign Cout = A & B;
endmodule
==> flow_metrics.env <==
# flow metrics
export IMPL_outcome="finished clean"
export IMPL_topCellsByArea="fa_1 41%, and2_1 16%, ha_1 13%"
export IMPL_rows=21
export IMPL_wl_um=817
export IMPL_cp_num_buf_inv=7
export IMPL_yosysChipArea_sq_um=389
export IMPL_critPathKind="in2out"
export IMPL_min_path_type="in2out"
export IMPL_postPlaceCellArea_sq_um=577
export IMPL_min_from="b[0]"
export IMPL_grt_max_degree=5
export IMPL_p_seq_share_pct=0
export IMPL_layout_min_cycle_time_ns=5.48
export IMPL_vias=294
export IMPL_drive_gt1_share_pct=6.78
export IMPL_p_comb_share_pct=100.0
export IMPL_io_buffers=16
export IMPL_tns_ns=0
export IMPL_crit_fanout=4
export IMPL_die_area_sq_um=6400
export IMPL_n_antenna_cell=0
export IMPL_fin_hold_ws_ns=3.13
export IMPL_synth_area_sq_um=389
export IMPL_core_area_sq_um=3420
export IMPL_die_x_um=80
export IMPL_postRouteAntennaNets=0
export IMPL_globalRoute_totalOverflow=0
export IMPL_gp_congestion=0.838
export IMPL_dp_hpwl_um=801
export IMPL_endpoint_kind="output pin"
export IMPL_p_per_area_nw_per_um2=121
export IMPL_max_cap_violations=0
export IMPL_synthToLayoutAreaGrowth_pct=52.1
export IMPL_endpoint="p[6]"
export IMPL_yosys_cells=47
export IMPL_slowest_stage="clkdlybuf4s50_1"
export IMPL_io_pins=16
export IMPL_cp_startpoint="b[2]"
export IMPL_top_area_share_pct=41.2
export IMPL_switching_share_pct=34.5
export IMPL_critical_path_top_delay_family="adder cells"
export IMPL_total_power_uw=71.6
export IMPL_cp_arrival_ns=4.32
export IMPL_worstPathRequired_ns=4.64
export IMPL_finalSetupViolations=0
export IMPL_worst_slew_pin_slew_ns=0.159
export IMPL_wire_per_inst_um=7.78
export IMPL_clock_buffers=0
export IMPL_vias_per_cell=2.80
export IMPL_ff_latch_area_sq_um=0
export IMPL_p_leak_nw=0.311
export IMPL_fp_util_pct=11.4
export IMPL_layout_setup_ws_ns=0.322
export IMPL_drc_errors=0
export IMPL_fmax_mhz=183
export IMPL_synth_cells=47
export IMPL_avgSynthCellArea_sq_um=8.28
export IMPL_antenna_found_initial=0
export IMPL_rsz0062_at_grt="false"
export IMPL_dr_pass1_iters=1
export IMPL_fp_dieH_um=80
export IMPL_hold_violations=0
export IMPL_cp_cell_sequence="clkdlybuf4s50_1 > nand2_1 > fa_1 > inv_1 > fa_1 > inv_1 > ha_1 > inv_1 > fa_2 > inv_2 > fa_1 > inv_1 > clkdlybuf4s50_1"
export IMPL_crit_path_start_kind="primary input"
export IMPL_synth_cell_types=6
export IMPL_critPathMaxStageDelay_ns=0.54
export IMPL_worst_path_stages=13
export IMPL_slew_headroom_pct=89.4
export IMPL_synth_area_leader_cell="fa_1"
export IMPL_grt_pass1_vias=358
export IMPL_peakVddDrop_uv=43.5
export IMPL_grt_use_total_pct=3.01
export IMPL_p_int_uw=46.9
export IMPL_warnings=32
export IMPL_switchingPower_uw=24.7
export IMPL_grt_pass1_wl_mm=1.59
export IMPL_clkPwrFrac_pct=0
export IMPL_slew_violations=0
export IMPL_fin_area_sq_um=592
export IMPL_seq_cell_count=0
export IMPL_first_iter_violations=0
export IMPL_path_common_cell="inv_1"
export IMPL_period_used_pct=94.5
export IMPL_ys_seq_share_pct=0
export IMPL_place_ws_ns=0.0306
export IMPL_yosysWarningCount=0
cell families after synthesis:
logic type | count (synthesis) | synth area share (%)
and+or+nand+nor | 16 | 21.9
buffers and inverters | 19 | 24.1
adders and majority gates | 12 | 54.0
how the worst min path moves through the flow:
stage,slack [ns],end,depth (start not counted)
after CTS,3.38,p[0],3
final,3.13,p[0],4
after global routing,3.18,p[0],4
through the flow:
stage,util (%),std cells
2_1_floorplan,-,47
3_3_place_gp,16.9,105
3_5_place_dp,16.9,105
4_1_cts,16.9,105
5_1_grt,17.3,105
6_report,17.3,105
cell usage in the layout, fill, tap and decap left out, drive strengths merged:
| cell type | instances |
|---|---|
| buf | 2 |
| inv | 13 |
| ha | 4 |
| and2 | 10 |
| dlymetal6s2s | 5 |
| nand2 | 6 |
| fa | 8 |
| clkdlybuf4s50 | 11 |
cell usage after synthesis:
cell and instances:
nand2_1 6, inv_1 13, and2_1 10, ha_1 4
buf_4 6, fa_1 8
per-layer routing:
layer,part of all wire [%],vias up,global-route usage [%]
li1,-,150,-
met1,54,133,4.20
met2,37,11,4.74
met3,8.9,0,0.909
met4,0,0,0
met5,0,-,0
final cells by class:
cell class	count	area (sq um)
fillers	389	2820
inverters	13	48.8
multi-input cells	28	298
well taps	46	57.6
repair buffers	18	188
repair_timing:
action | CTS | global route
resized | 0 | 7
hold buffers | 0 | 0
endpoints found under the hold margin | 0 | 0
setup buffers | 0 | 0
setup endpoints to repair | 0 | 1
power groups by stage:
| stage | sequential, mW | clock (mW) | combinational, mW |
|---|---|---|---|
| after CTS | 0 | 0 | 0.0743 |
| after global routing | 0 | 0 | 0.0875 |
| final | 0 | 0 | 0.0716 |
Power figures rest on the tool's default switching activity, not on a simulated workload.
