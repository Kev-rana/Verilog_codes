--- ./constraint.sdc ---
current_design DCT_4point

set clk_period 6.0
set clk_io_pct 0.2

create_clock -name clk0 -period $clk_period

set non_clock_inputs [all_inputs -no_clocks]
set_input_delay [expr $clk_period * $clk_io_pct] -clock clk0 $non_clock_inputs
set_output_delay [expr $clk_period * $clk_io_pct] -clock clk0 [all_outputs]
--- ./config.mk ---
export PLATFORM = sky130hd
export DESIGN_NAME = DCT_4point
export DESIGN_NICKNAME = DCT_4point
export VERILOG_FILES = /design/flow/design.v
export SDC_FILE = /design/flow/constraint.sdc
export NUM_CORES = 4
export LEC_CHECK = 1
export CORE_AREA = 10 10 102 102
export DIE_AREA = 0 0 112 112
--- ./run.sh ---
#!/bin/bash
# OpenROAD 26Q1-2900-gdf79404cd8, Yosys 0.63+post, stock flow scripts
make -C /OpenROAD-flow-scripts/flow DESIGN_CONFIG=/design/flow/config.mk WORK_HOME=/design/flow/orfs finish
--- ./design.v ---
`timescale 1ns / 1ps
module DCT_4point(
    input signed [3:0]  x0, x1, x2, x3,
    output signed [11:0] y0, y1, y2, y3
    );
    wire [11:0] p1, p0, m0, m1;
    assign p0 = x0 + x3;
    assign m0 = x0 - x3;
    assign p1 = x1 + x2;
    assign m1 = x1 - x2;    
    parameter c1 = 1;  
    parameter c2 = 2;  
    parameter c3 = 3;  
    assign y0 = (p0 + p1) * c2;
    assign y1 = (m0 * c1) + (m1 * c3);
    assign y2 = (p0 - p1) * c2;
    assign y3 = (m0 * c3) - (m1 * c1);
endmodule
==> results.txt <==
fresh numbers from the pnr run: number of remaining DRC errors=0, synth warn=0, Crit path arrival time=roughly 4600 ps, initial antenna violation count=0, synthesized area per cell=roughly 8.0 µm², I/O pin cnt=64, total track usage=approximately 7.4%, Detail Route Antenna Nets=0, Seq share, synth=0%, drt pass-1 iters=4, Hold Worst Slack=3520 ps, f_max=approximately 170 MHz, met1 usage=approximately 9.9%, # clk buffers=0, register area=0 µm², Pwr Density=between 300 and 400 nW/µm², Seq pwr share=0%, RSZ-0062 raised after global routing=no, busiest grt layer=met2, status=complete, no violations, Final period util=around 97%, Chip Height=approximately 110 µm, Site Rows=33, fin crit period=about 5800 ps, cells in synth_stat.txt=between 200 and 250, Unique masters post-synth=~40, M2 GR Usage=about an eighth, Tool Warnings=around 46, starting DRC count in detailed routing=39, total congestion overflow=0, Final WS setup=roughly 170 ps, final-report hold violation count=0, Commonest Layout Cell=clkdlybuf4s50_1, pin count of the biggest net entering global routing=9, Die W=roughly 110 µm, crit start category=primary input, routed wire length=approximately 4.8 mm, internal power=approximately 0.67 mW, most frequent cells in the layout=clkdlybuf4s50_1, inv_1, ha_1, Worst setup EP type=output port, first-pass GRT wire length=between 8 and 9 mm, Fillers=833, Chip Area, Yosys=between 1500 and 2000 µm², number of global-route vias before repair=approximately 1700, number of setup violations in the final report=0, Max-cap violations=0, Worst Path Required=about 4800 ps, Hold Crit Class=primary input to output port, final estimated routing congestion in global placement=between 0.7 and 0.8, Combinational Area=roughly 1700 µm², Placement Setup Slack=-191 ps, Crit Path Class=primary input to output port, Sw Share=36.2%, area grow syn2layout=53.7%, met3 usage in global routing=under 10%, fp util=between 20% and 30%, post-synthesis cell count=about 240, Psw=between 0.3 and 0.4 mW, Syn Std Cell Area=roughly 1900 µm², Peak VDD IR=roughly 240 µV, Comb pwr share=about 100%, crit-path max FO=3, vias=~1800, Clock Power Share=0%, PnR Total Power=approximately 1.0 mW, leakage=1.46 nW, Antenna Diode Count=0, share of layout cells above drive strength 1=21.9%, # port buffers=about 62, cts hold-fix bufs=0, detailed-route wire length per cell=roughly 11 µm, Slew Limit Fails=0, vias per cell=about 4.1, Final HPWL DP=about 4.3 mm, final sequential cell count=0, Core Footprint=8220 µm², die area=about 13000 µm²
-- cell type report --
type                            count  share of cell area, %
Multi-Input combinational cell    179                   59.3
Timing Repair Buffer               97                   30.6
Inverter                           44                   5.62
Tap cell                          105                   4.47
-- path summary, 6_finish.rpt --
kind / start / end / slack, ps / depth (start not counted)
setup / recovery: x2[3] / y1[9] / 170 / 15
hold / removal: x2[0] / y2[1] / 3520 / 5
-- metrics by stage --
step	setup TNS, ps	utilization (%)	instances	instance area (µm²)
4_1_cts	0	34.5	424	2830
5_1_grt	0	35.8	425	2940
3_3_place_gp	-985	33.9	424	2790
6_report	0	35.8	425	2940
3_5_place_dp	-952	33.9	424	2790
2_1_floorplan	0	-	241	1920
-- cells in the mapped netlist, types with 2 or more instances --
cell type | count | area (µm²)
a211o_1 | 2 | 17.5
a211oi_1 | 2 | 15.0
a21o_1 | 10 | 75.1
a21oi_1 | 13 | 65.1
a22o_1 | 3 | 26.3
buf_4 | 14 | 105
buf_6 | 2 | 22.5
clkbuf_1 | 2 | 7.51
fa_1 | 10 | 200
ha_1 | 44 | 551
inv_1 | 43 | 161
nand2_1 | 6 | 22.5
nand2b_1 | 4 | 25.0
nor2_1 | 12 | 45.0
nor3_1 | 5 | 25.0
o21ai_0 | 12 | 60.1
o21bai_1 | 3 | 22.5
o32a_2 | 3 | 33.8
xnor2_1 | 23 | 201
xor2_1 | 7 | 61.3
-- power groups by stage --
stage | Combinational (mW) | Clock [mW] | Sequential [mW]
finish | 1.04 | 0 | 0
global route | 1.18 | 0 | 0
CTS | 1.03 | 0 | 0
-- routing by layer --
metal | part of all wire (%) | up-vias
li1 | - | 942
met1 | 48 | 785
met2 | 47 | 30
met3 | 5.0 | 0
met4 | 0 | 0
met5 | 0 | -
-- cells by family after synthesis --
logic type | share of synthesized area (%)
compound gates | 19.8
mux | 0.523
other cells | 0.196
fa+ha+maj | 39.2
xor+xnor | 13.7
buf+inv | 15.7
simple gates | 10.9
-- critical path, stage by stage --
cell and delay (ps):
clkdlybuf4s50_1 480, inv_1 50, ha_1 290, or3_4 390, and2_4 180, xnor2_1 120
ha_1 180, a21o_1 170, ha_4 280, nand2_1 80, buf_4 160, o21ai_4 160
o32ai_4 100, o32a_2 370, clkdlybuf4s50_1 410
-- repair_timing --
item | CTS | global route
pin swaps | 3 | 10
setup endpoints to repair | 13 | 15
setup buffers | 0 | 1
resized | 12 | 30
Power and IR drop assume default switching activity.
